==> design/flow/design.v <==
`timescale 1ns / 1ps
`default_nettype none
module csr #(
    parameter integer ADDR_WIDTH     = 6,         
    parameter integer DATA_WIDTH     = 32,        
    parameter integer TIMESTEP_WIDTH = 16,        
    parameter integer PE_COUNT       = 128,       
    parameter integer ROWS           = 256,       
    parameter integer MAX_TIMESTEPS  = 256,       
    parameter [31:0]  VERSION        = 32'h0002_0000   
) (
    input  wire                      clk,
    input  wire                      rst_n,
    input  wire [ADDR_WIDTH-1:0]     reg_addr,
    input  wire [DATA_WIDTH-1:0]     reg_wdata,
    input  wire                      reg_wr_en,
    input  wire                      reg_rd_en,
    output reg  [DATA_WIDTH-1:0]     reg_rdata,
    output reg                       reg_ready,
    output reg                       ctrl_start,           
    output reg                       ctrl_stop,            
    output reg                       ctrl_sw_reset,        
    output reg                       cfg_lif_enable,       
    output reg                       cfg_auto_repeat,      
    output reg  [TIMESTEP_WIDTH-1:0] cfg_num_timesteps,    
    output reg  [15:0]               cfg_lif_threshold,    
    output reg  [15:0]               cfg_lif_leak,         
    output reg  [15:0]               cfg_lif_reset,        
    output reg  [3:0]                cfg_lif_refractory,   
    input  wire                      ppu_ready,            
    input  wire                      ppu_busy,             
    input  wire                      sim_done,             
    input  wire                      sim_active,           
    input  wire [TIMESTEP_WIDTH-1:0] timestep_idx,         
    input  wire [$clog2(MAX_TIMESTEPS*ROWS):0] spike_count,  
    input  wire                      tile_done,            
    output wire                      irq                   
);
    localparam [ADDR_WIDTH-1:0] REG_CTRL         = 6'h00;
    localparam [ADDR_WIDTH-1:0] REG_STATUS       = 6'h04;
    localparam [ADDR_WIDTH-1:0] REG_CONFIG       = 6'h08;
    localparam [ADDR_WIDTH-1:0] REG_TIMESTEPS    = 6'h0C;
    localparam [ADDR_WIDTH-1:0] REG_LIF_THRESH   = 6'h10;
    localparam [ADDR_WIDTH-1:0] REG_LIF_LEAK     = 6'h14;
    localparam [ADDR_WIDTH-1:0] REG_LIF_RESET    = 6'h18;
    localparam [ADDR_WIDTH-1:0] REG_LIF_REFRAC   = 6'h1C;
    localparam [ADDR_WIDTH-1:0] REG_TIMESTEP_IDX = 6'h20;
    localparam [ADDR_WIDTH-1:0] REG_SPIKE_COUNT  = 6'h24;
    localparam [ADDR_WIDTH-1:0] REG_CYCLE_COUNT  = 6'h28;
    localparam [ADDR_WIDTH-1:0] REG_CYCLE_COUNT_H= 6'h2C;
    localparam [ADDR_WIDTH-1:0] REG_TILE_COUNT   = 6'h30;
    localparam [ADDR_WIDTH-1:0] REG_IRQ_STATUS   = 6'h34;
    localparam [ADDR_WIDTH-1:0] REG_IRQ_ENABLE   = 6'h38;
    localparam [ADDR_WIDTH-1:0] REG_VERSION      = 6'h3C;
    reg [DATA_WIDTH-1:0] r_ctrl;
    reg [DATA_WIDTH-1:0] r_config;
    reg [DATA_WIDTH-1:0] r_irq_status;
    reg [DATA_WIDTH-1:0] r_irq_enable;
    reg [63:0] cycle_counter;
    reg [31:0] tile_counter;
    reg tile_done_d;
    wire tile_done_rising;
    assign tile_done_rising = tile_done && !tile_done_d;
    reg sim_done_d;
    wire sim_done_rising;
    assign sim_done_rising = sim_done && !sim_done_d;
    always @(posedge clk) begin
        if (!rst_n || ctrl_sw_reset) begin
            cycle_counter <= 64'd0;
        end else if (sim_active) begin
            cycle_counter <= cycle_counter + 1;
        end
    end
    always @(posedge clk) begin
        if (!rst_n || ctrl_sw_reset) begin
            tile_counter <= 32'd0;
            tile_done_d <= 1'b0;
        end else begin
            tile_done_d <= tile_done;
            if (tile_done_rising) begin
                tile_counter <= tile_counter + 1;
            end
        end
    end
    always @(posedge clk) begin
        if (!rst_n || ctrl_sw_reset) begin
            r_irq_status <= 32'd0;
            sim_done_d <= 1'b0;
        end else begin
            sim_done_d <= sim_done;
            if (sim_done_rising) begin
                r_irq_status[0] <= 1'b1;   
            end
            if (reg_wr_en && reg_addr == REG_IRQ_STATUS) begin
                r_irq_status <= r_irq_status & ~reg_wdata;
            end
        end
    end
    assign irq = |(r_irq_status & r_irq_enable);
    always @(posedge clk) begin
        if (!rst_n) begin
            r_ctrl <= 32'd0;
            r_config <= 32'd0;
            cfg_num_timesteps <= 16'd1;
            cfg_lif_threshold <= 16'h3C00;   
            cfg_lif_leak <= 16'h2E66;        
            cfg_lif_reset <= 16'h0000;       
            cfg_lif_refractory <= 4'd2;
            r_irq_enable <= 32'd0;
            ctrl_start <= 1'b0;
            ctrl_stop <= 1'b0;
            ctrl_sw_reset <= 1'b0;
            cfg_lif_enable <= 1'b0;
            cfg_auto_repeat <= 1'b0;
        end else begin
            ctrl_start <= 1'b0;
            ctrl_stop <= 1'b0;
            ctrl_sw_reset <= 1'b0;
            if (reg_wr_en) begin
                case (reg_addr)
                    REG_CTRL: begin
                        r_ctrl <= reg_wdata;
                        ctrl_start <= reg_wdata[0];
                        ctrl_stop <= reg_wdata[1];
                        ctrl_sw_reset <= reg_wdata[2];
                    end
                    REG_CONFIG: begin
                        r_config <= reg_wdata;
                        cfg_lif_enable <= reg_wdata[0];
                        cfg_auto_repeat <= reg_wdata[1];
                    end
                    REG_TIMESTEPS: begin
                        cfg_num_timesteps <= reg_wdata[TIMESTEP_WIDTH-1:0];
                    end
                    REG_LIF_THRESH: begin
                        cfg_lif_threshold <= reg_wdata[15:0];
                    end
                    REG_LIF_LEAK: begin
                        cfg_lif_leak <= reg_wdata[15:0];
                    end
                    REG_LIF_RESET: begin
                        cfg_lif_reset <= reg_wdata[15:0];
                    end
                    REG_LIF_REFRAC: begin
                        cfg_lif_refractory <= reg_wdata[3:0];
                    end
                    REG_IRQ_ENABLE: begin
                        r_irq_enable <= reg_wdata;
                    end
                    default: ;  
                endcase
            end
        end
    end
    always @(posedge clk) begin
        if (!rst_n) begin
            reg_rdata <= 32'd0;
            reg_ready <= 1'b0;
        end else begin
            reg_ready <= reg_rd_en | reg_wr_en;
            if (reg_rd_en) begin
                case (reg_addr)
                    REG_CTRL:         reg_rdata <= r_ctrl;
                    REG_STATUS:       reg_rdata <= {28'd0, 1'b0, sim_done, ppu_busy, ppu_ready};
                    REG_CONFIG:       reg_rdata <= r_config;
                    REG_TIMESTEPS:    reg_rdata <= {{(32-TIMESTEP_WIDTH){1'b0}}, cfg_num_timesteps};
                    REG_LIF_THRESH:   reg_rdata <= {16'd0, cfg_lif_threshold};
                    REG_LIF_LEAK:     reg_rdata <= {16'd0, cfg_lif_leak};
                    REG_LIF_RESET:    reg_rdata <= {16'd0, cfg_lif_reset};
                    REG_LIF_REFRAC:   reg_rdata <= {28'd0, cfg_lif_refractory};
                    REG_TIMESTEP_IDX: reg_rdata <= {{(32-TIMESTEP_WIDTH){1'b0}}, timestep_idx};
                    REG_SPIKE_COUNT:  reg_rdata <= {{(32-$clog2(MAX_TIMESTEPS*ROWS)-1){1'b0}}, spike_count};
                    REG_CYCLE_COUNT:  reg_rdata <= cycle_counter[31:0];
                    REG_CYCLE_COUNT_H:reg_rdata <= cycle_counter[63:32];
                    REG_TILE_COUNT:   reg_rdata <= tile_counter;
                    REG_IRQ_STATUS:   reg_rdata <= r_irq_status;
                    REG_IRQ_ENABLE:   reg_rdata <= r_irq_enable;
                    REG_VERSION:      reg_rdata <= VERSION;
                    default:          reg_rdata <= 32'hDEAD_BEEF;   
                endcase
            end
        end
    end
endmodule
`default_nettype wire
==> design/flow/run.sh <==
#!/bin/bash
# OpenROAD 26Q1-2900-gdf79404cd8, Yosys 0.63+post, stock flow scripts
make -C /OpenROAD-flow-scripts/flow DESIGN_CONFIG=/design/flow/config.mk WORK_HOME=/design/flow/orfs finish
==> design/flow/config.mk <==
export PLATFORM = sky130hd
export DESIGN_NAME = csr
export DESIGN_NICKNAME = csr
export VERILOG_FILES = /design/flow/design.v
export SDC_FILE = /design/flow/constraint.sdc
export NUM_CORES = 4
export LEC_CHECK = 1
export CORE_UTILIZATION = 40
==> design/flow/constraint.sdc <==
current_design csr

set clk_period 8.3
set clk_io_pct 0.2

create_clock -name clk0 -period $clk_period [get_ports {clk}]

set non_clock_inputs [all_inputs -no_clocks]
set_input_delay [expr $clk_period * $clk_io_pct] -clock clk0 $non_clock_inputs
set_output_delay [expr $clk_period * $clk_io_pct] -clock clk0 [all_outputs]
==> Changelog: implementation <==
## Implementation

* Final Worst Setup Slack at approximately 3.8 ns
* Hold Buf Count CTS at 0
* DP Wirelength at ~40000 µm
* GRT overflow at 0
* I/O pin cnt at between 150 and 200
* Pin count of the biggest net entering global routing at approximately 80
* Final hold slack at roughly 0.45 ns
* Yosys Warn Count at 1
* CP Max Fanout at 3
* Sequential share of the synthesized area at 0.448
* Port Buf Inserts at around 190
* Setup Buffers After CTS at 0
* CP Data Arrival Time at 2.84 ns
* Layout Utilization at 0.504
* Mapped cell area at between 0.01 and 0.015 mm²
* Maximum buffer depth of the clock tree at 3
* Min-Delay Path Class: reg -> reg
* Die height at 194 µm
* Tmin final at roughly 4.5 ns
* GRT Util Overall at 0.317
* PwrDens at around 190 mW/mm²
* # DRC at 0
* ANT nets after route at 0
* DR vias/cell at about 6
* Leak pwr at ~6.0 nW
* Synthesized area per cell at 8.50 µm²
* Resize count post-CTS at 0
* Top_reg_cell synth: dfxtp_1
* RSZ-0062 raised after global routing: false
* WS Path Type: reg -> out
* Core Area at about 0.036 mm²
* Max-slew violations at 0
* Antenna violations before repair at 0
* Routability Congestion at around 0.96
* DR pass1 iterations at 6
* Worst-Margin Slew at between 0.9 and 1 ns
* Total vias in the final route at around 14000
* TritonCTS clock tree: done
* Fmax at 0.222 GHz
* Area growth syn-to-layout at 22.9%
* Slew margin rel. at 0.387
* CP Capture Type: output pin
* Crit path DRT at around 6.6 ns
* CTS Sinks at 330
* Die Wd at between 150 and 200 µm
* Syn Inst Count at 1735
* Share of post-route cells with drive strength above 1 at 0.0652
* Maximum VDD drop at 0.000145 V
* First DRT Iteration DRCs at 1441
* Count of tool warnings at 25
* N_diodes at 0
* Cycle use final at 0.543
* Clock transition at path regs at 0.06 ns
* Rows at 69
* Max_cap viols at 0
* Yosys Chip Area at about 0.015 mm²
* Status: finished clean
* DIE AREA at approximately 0.038 mm²
* Final hold vios at 0
* Pre-CTS WS at ~3.5 ns
* Post-synth ARST share at 0
* Unique cell types at 63
* Placed cell count at 2283
* Routed WL at around 60000 µm
* Floorplan core density at 0.410
* Synth Register Bits at approximately 330
* Clk ins delay skew pair at about 0.54 ns
* Final Non-Filler Cells at 2348
* Vias in the first global route at ~13000
* CTS H-tree depth at 2
* Crit start category: flop
* Setup-failing EPs final at 0
* Global-route wire length before repair at roughly 87000 µm
* Cells in synth_stat.txt at around 1700
* Final clock skew at 0.0255 ns
* CTS buffer count at 37
* Root buffer cell: clkbuf_16
* Setup TNS at 0 ns
* Number of enable flip-flop cells at 0
* Wire per inst at approximately 25 µm
==> cell usage in the layout (no fill, tap or decap), types with 4 or more instances in the layout <==
master	instances
dfxtp_1	330
nand2_1	324
clkdlybuf4s50_1	185
a21boi_0	99
nor2_1	90
a22oi_1	87
a21oi_1	84
a22o_1	55
nand3_1	52
o21ai_0	46
nand4_1	41
clkbuf_16	39
buf_4	38
xnor2_1	35
mux2i_1	34
nor2b_1	31
xor2_1	24
and3_1	23
nor3_1	22
a31oi_1	22
or3_1	21
a221oi_1	20
or4_1	17
inv_1	14
nor4_1	13
o31ai_1	11
and2_1	10
and4_1	9
clkbuf_8	9
clkbuf_1	8
a211oi_1	7
o221a_2	7
o211ai_1	5
a222oi_1	5
clkinv_2	5
nor3b_1	4
nor2_2	4
nand3b_1	4
==> routing by layer <==
layer | part of all wire | wire length, µm | vias up | track usage
met5 | 0 | 0 | - | 0
met4 | 0.040 | 2320 | 0 | 0.103
met3 | 0.094 | 5490 | 128 | 0.0715
met2 | 0.43 | 24900 | 725 | 0.456
met1 | 0.44 | 25700 | 6739 | 0.484
li1 | - | - | 6505 | -
==> cell families (layout without fill, tap and decap cells) <==
| group | after synthesis | after routing | share of synthesized area |
|---|---|---|---|
| and+or+nand+nor | 692 | 692 | 0.224 |
| muxes | 34 | 34 | 0.0231 |
| buffers and inverters | 150 | 302 | 0.0441 |
| xor gates and xnor gates | 59 | 59 | 0.0351 |
| adders and majority gates | 2 | 2 | 0.00170 |
| AOI/OAI and AO/OA | 468 | 468 | 0.224 |
| DFF | 330 | 330 | 0.448 |
==> where the power goes <==
group | switching [mW] | internal (mW) | leakage (nW)
Clock | 0.664 | 0.970 | 0.593
Combinational | 0.106 | 0.0826 | 2.78
Sequential | 0.0160 | 1.60 | 2.67
Total | 0.786 | 2.65 | 6.04
==> critical path, cell delays in order (launching register included) <==
cell and delay (ns):
dfxtp_1 0.32, a22o_1 0.25, a221oi_1 0.58, nand3_1 0.12
or4_1 0.58, clkdlybuf4s50_1 0.45
==> Yosys cell counts, drive strengths merged (7+ instances only) <==
master,n,area share
nor2b,32,0.014
and3,24,0.010
nand4,43,0.020
dfxtp,330,0.45
a21boi,101,0.051
nor3,25,0.0088
and4,9,0.0053
mux2i,34,0.023
nand2,324,0.082
o221a,7,0.0053
nand3,52,0.018
or4,18,0.0094
buf,24,0.0099
a211oi,7,0.0036
inv,14,0.0036
or3,21,0.0089
a21oi,84,0.029
xnor2,35,0.021
and2,12,0.0051
nor4,14,0.0059
clkbuf,112,0.031
xor2,24,0.014
o21ai,47,0.016
o31ai,11,0.0056
a31oi,22,0.0093
a22o,55,0.033
a22oi,87,0.044
a221oi,20,0.012
nor2,94,0.024
==> per-stage QoR <==
stage	total power [mW]	instance area (µm²)
CTS	3.46	18100
global route	3.54	18100
finish	3.44	18100
floorplan	1.72	14700
global placement	1.84	16900
detailed placement	1.83	16900
==> cell type report <==
cell class | instances | area, µm²
tap | 461 | 577
inverter | 14 | 52.6
clock inverter | 9 | 78.8
fill | 3314 | 17800
sequential | 330 | 6610
timing repair buffer | 223 | 2140
multi-input combinational | 1255 | 7540
clock buffer | 56 | 1130
==> path summary, 6_finish.rpt <==
path / slack [ns] / cells past startpoint / end / startpoint
setup reg to reg: 5.14 / 5 / cycle_counter[53] / cycle_counter[3]
hold reg to reg: 0.45 / 2 / r_irq_status[15] / r_irq_status[15]
hold / removal: 0.45 / 2 / r_irq_status[15] / r_irq_status[15]
setup / recovery: 3.80 / 5 / irq / r_irq_enable[11]
==> sequential cells by signal, summed over array words and instances (netlist names), 4 cells and up <==
register / cells
cfg_lif_reset: 16
cfg_lif_refractory: 4
r_irq_enable: 32
reg_rdata: 32
cfg_num_timesteps: 16
cfg_lif_threshold: 16
cycle_counter: 64
r_irq_status: 32
r_ctrl: 32
tile_counter: 32
cfg_lif_leak: 16
r_config: 32
Power and IR drop assume default switching activity.
