[flow/config.mk]
export PLATFORM = sky130hd
export DESIGN_NAME = detector
export DESIGN_NICKNAME = detector
export VERILOG_FILES = /design/flow/design.v
export SDC_FILE = /design/flow/constraint.sdc
export NUM_CORES = 4
export LEC_CHECK = 1
export CORE_UTILIZATION = 30
export SYNTH_MEMORY_MAX_BITS = 65536
[flow/constraint.sdc]
current_design detector

set clk_period 86.9
set clk_io_pct 0.2

create_clock -name clk0 -period $clk_period [get_ports {clk}]

set non_clock_inputs [all_inputs -no_clocks]
set_input_delay [expr $clk_period * $clk_io_pct] -clock clk0 $non_clock_inputs
set_output_delay [expr $clk_period * $clk_io_pct] -clock clk0 [all_outputs]
[flow/design.v]
`timescale 1ns / 1ps
`default_nettype none
module detector #(
    parameter SPIKES = 16,   
    parameter ROWS = 256,   
    parameter NO_WIDTH = 8,   
    parameter TEST_ROWS = ROWS   
) (
    input wire clk,
    input wire rst,
    input  wire [SPIKES-1:0] query_pattern,
    input  wire              q_valid,
    output wire              q_ready,         
    output reg  [    ROWS-1:0] si_vec,                    
    output reg                 si_valid,                  
    output reg                 det_done,                  
    input  wire [$clog2(ROWS)-1:0] row_idx,             
    output wire [    NO_WIDTH-1:0] row_popcnt,          
    output reg                     detector_init_done,   
    input  wire [$clog2(ROWS)-1:0] tile_mem_addr,
    input  wire [SPIKES-1:0]       tile_mem_data_in,
    input  wire                    tile_mem_wr_en,
    input  wire [$clog2(ROWS)-1:0] popcount_mem_addr,
    input  wire [NO_WIDTH-1:0]     popcount_mem_data_in,
    input  wire                    popcount_mem_wr_en
);
  reg [SPIKES-1:0] tile_buffer [0:ROWS-1];
  reg [NO_WIDTH-1:0] row_popcounts [0:ROWS-1];
  reg popcounts_calculated;
  integer popcount_loop_idx;   
  localparam ST_IDLE = 2'd0;   
  localparam ST_LOAD = 2'd1;   
  localparam ST_QUERY = 2'd2;   
  localparam ST_POPCOUNT = 2'd3;   
  reg [1:0] state, next_state;
  reg  [$clog2(TEST_ROWS)-1:0] load_counter;   
  reg  [$clog2(TEST_ROWS)-1:0] popcount_counter;   
  reg  [           SPIKES-1:0] query_reg;
  reg                          initialized;   
  reg                          query_in_progress;   
  reg  [           SPIKES-1:0] tcam_key;   
  reg  [           SPIKES-1:0] tcam_xmask;   
  reg  [     $clog2(ROWS)-1:0] tcam_addr;
  reg                          tcam_set_valid;
  reg                          tcam_set_clr;
  reg                          tcam_req_valid;
  wire [             ROWS-1:0] tcam_matches;   
  assign q_ready = (state == ST_IDLE || (state == ST_QUERY && !query_in_progress)) &&
                    initialized && popcounts_calculated;
  tcam_line_array #(
      .ADDR_WIDTH  ($clog2(ROWS)),   
      .KEY_WIDTH   (SPIKES),         
      .MASK_DISABLE(0)               
  ) tcam_core (
      .clk(clk),
      .rst(rst),
      .set_addr (tcam_addr),
      .set_key  (tcam_key),
      .set_xmask(tcam_xmask),      
      .set_clr  (tcam_set_clr),
      .set_valid(tcam_set_valid),
      .req_key  (query_reg),
      .req_valid(tcam_req_valid),
      .line_match(tcam_matches)
  );
  always @(*) begin
    case (state)
      ST_IDLE: begin
        if (!initialized) next_state = ST_LOAD;   
        else if (!popcounts_calculated) next_state = ST_POPCOUNT;   
        else if (q_valid) next_state = ST_QUERY;   
        else next_state = ST_IDLE;   
      end
      ST_LOAD: begin
        if (load_counter == TEST_ROWS - 1)   
          next_state = ST_POPCOUNT;   
        else next_state = ST_LOAD;   
      end
      ST_POPCOUNT: begin
        if (popcount_counter == TEST_ROWS - 1)   
          next_state = ST_IDLE;   
        else next_state = ST_POPCOUNT;   
      end
      ST_QUERY:
      next_state = query_in_progress ? ST_IDLE : ST_QUERY;   
      default: next_state = ST_IDLE;
    endcase
  end
  always @(*) begin
    tcam_set_valid = 1'b0;
    tcam_set_clr = 1'b0;
    tcam_req_valid = 1'b0;
    tcam_key = {SPIKES{1'b0}};
    tcam_xmask = {SPIKES{1'b0}};
    tcam_addr = load_counter;   
    case (state)
      ST_LOAD: begin
        tcam_set_valid = 1'b1;
        tcam_key = tile_buffer[load_counter];   
        tcam_xmask = ~tile_buffer[load_counter];   
        tcam_addr = load_counter;   
      end
      ST_QUERY: begin
        tcam_req_valid = ~query_in_progress;
      end
      default: begin
        tcam_set_valid = 1'b0;
        tcam_set_clr   = 1'b0;
        tcam_req_valid = 1'b0;
      end
    endcase
  end
  always @(posedge clk) begin
    if (rst) begin
      state <= ST_IDLE;
      load_counter <= 0;
      popcount_counter <= 0;
      query_reg <= 0;
      si_vec <= 0;
      si_valid <= 0;
      det_done <= 0;
      initialized <= 0;
      query_in_progress <= 0;
      popcounts_calculated <= 0;
      detector_init_done <= 0;
    end else begin
      state <= next_state;
      si_valid <= 0;   
      det_done <= 0;   
      case (state)
        ST_IDLE: begin
          query_in_progress <= 0;   
          if (q_valid) begin
            query_reg <= query_pattern;
          end
        end
        ST_LOAD: begin
          if (load_counter < TEST_ROWS - 1) begin   
            load_counter <= load_counter + 1'b1;
          end else begin
            initialized <= 1'b1;   
          end
        end
        ST_POPCOUNT: begin
          if (popcount_counter < TEST_ROWS - 1) begin   
            popcount_counter <= popcount_counter + 1'b1;
          end else begin
            popcounts_calculated <= 1'b1;   
            detector_init_done   <= 1'b1;   
          end
        end
        ST_QUERY: begin
          if (query_in_progress) begin
            si_vec   <= tcam_matches;   
            si_valid <= 1'b1;   
            det_done <= 1'b1;   
          end else begin
            query_in_progress <= 1'b1;
          end
        end
      endcase
    end
  end
  always @(posedge clk) begin
    if (tile_mem_wr_en) begin
      tile_buffer[tile_mem_addr] <= tile_mem_data_in;
    end
    if (popcount_mem_wr_en) begin
      row_popcounts[popcount_mem_addr] <= popcount_mem_data_in;
    end
  end
  reg [SPIKES-1:0] tile_mem_data_out;  
  reg [NO_WIDTH-1:0] popcount_mem_data_out;  
  assign row_popcnt = row_popcounts[row_idx];   
  always @(*) begin
    tile_mem_data_out = tile_buffer[tile_mem_addr];
    popcount_mem_data_out = row_popcounts[popcount_mem_addr];
  end
endmodule
`timescale 1ns / 1ps
module tcam_line_array #(
    parameter ADDR_WIDTH = 8,
    parameter KEY_WIDTH = 8,
    parameter MASK_DISABLE = 0
) (
    input wire clk,
    input wire rst,
    input wire [ADDR_WIDTH-1:0] set_addr,
    input wire [KEY_WIDTH-1:0] set_key,
    input wire [KEY_WIDTH-1:0] set_xmask,
    input wire set_clr,
    input wire set_valid,
    input wire [KEY_WIDTH-1:0] req_key,
    input wire req_valid,
    output wire [2**ADDR_WIDTH-1:0] line_match
);
  localparam MEM_WIDTH = (MASK_DISABLE) ? KEY_WIDTH : KEY_WIDTH * 2;
  reg [MEM_WIDTH-1:0] mem[2**ADDR_WIDTH-1:0];
  reg [2**ADDR_WIDTH-1:0] active;
  reg [2**ADDR_WIDTH-1:0] match;
  wire [KEY_WIDTH-1:0] key[2**ADDR_WIDTH-1:0];
  wire [KEY_WIDTH-1:0] xmask[2**ADDR_WIDTH-1:0];
  integer i;
  genvar g;
  generate
    for (g = 0; g < 2 ** ADDR_WIDTH; g = g + 1) begin
      wire [MEM_WIDTH-1:0] mem_tmp;
      assign mem_tmp = mem[g];
      if (MASK_DISABLE) begin
        assign key[g]   = mem_tmp;
        assign xmask[g] = {KEY_WIDTH{1'b0}};
      end else begin
        assign key[g]   = mem_tmp[KEY_WIDTH-1-:KEY_WIDTH];
        assign xmask[g] = mem_tmp[KEY_WIDTH*2-1-:KEY_WIDTH];
      end
    end
  endgenerate
  assign line_match = match;
  initial begin
    for (i = 0; i < 2 ** ADDR_WIDTH; i = i + 1) begin
      mem[i] = 0;
    end
  end
  always @(posedge clk) begin
    if (rst == 1'b1) begin
      active <= {KEY_WIDTH{1'b0}};
    end else begin
      if (set_valid == 1'b1) begin
        for (i = 0; i < 2 ** ADDR_WIDTH; i = i + 1) begin
          if (set_addr == i) begin
            if (MASK_DISABLE) begin
              mem[i] <= set_key;
            end else begin
              mem[i] <= {set_xmask, set_key};
            end
            active[i] <= ~set_clr;
          end
        end
      end
    end
  end
  always @(posedge clk) begin
    if (rst == 1'b1) begin
      match <= {2 ** ADDR_WIDTH{1'b0}};
    end else begin
      if (req_valid == 1'b1) begin
        for (i = 0; i < 2 ** ADDR_WIDTH; i = i + 1) begin
          if (MASK_DISABLE) begin
            match[i] <= ((key[i] ^ req_key) == 0) & active[i];
          end else begin
            match[i] <= ((key[i] ^ req_key & ~xmask[i]) == 0) & active[i];
          end
        end
      end
    end
  end
endmodule
[flow/run.sh]
#!/bin/bash
# OpenROAD 26Q1-2900-gdf79404cd8, Yosys 0.63+post, stock flow scripts
make -C /OpenROAD-flow-scripts/flow DESIGN_CONFIG=/design/flow/config.mk WORK_HOME=/design/flow/orfs finish
==> results_tabular.tex <==
% Generated from flow reports
\begin{tabular}{lr}
\hline
Metric & Value \\
\hline
\multicolumn{2}{l}{\textbf{Run status}} \\
Result of the run & finished clean \\
\multicolumn{2}{l}{\textbf{Clocking}} \\
TritonCTS clock tree & yes \\
Sink Count & between 15000 and 20000 \\
Deepest level of the CTS H-tree & 7 \\
Clock-pin slew reported for the worst setup and hold paths after clock tree synthesis & about 60 ps \\
Count of buffers added by post-CTS timing repair for setup & 0 \\
Buffer levels on the longest clock path & 6 \\
Cell chosen for the clock root & sky130\_fd\_sc\_hd\_\_clkbuf\_16 \\
Hold Buf Count CTS & 0 \\
Clock latency on the worst-skew pair & about 1400 ps \\
Clock buffer count from CTS & 1518 \\
Post-cts repair resize count & 0 \\
\multicolumn{2}{l}{\textbf{Setup path}} \\
Launch point of the worst path & row\_idx[0] \\
Master of the slowest instance on the critical path & sky130\_fd\_sc\_hd\_\_a22oi\_1 \\
WS Path Type & in -> out \\
Critical path peak fanout & slightly above 80 \\
Gate family responsible for the most delay along the worst path & buffers and inverters \\
Total stage count of the critical path & 11 \\
Arrival time worst endpoint & $\sim$23000 ps \\
Buf/Inv on CP & 6 \\
Cells along the critical path & buf\_8, buf\_12, buf\_4, buf\_4, buf\_4, mux4\_2, mux4\_2, a22oi\_1, a22o\_1, a211oi\_1, clkdlybuf4s50\_1 \\
Register-to-register path setup slack & around 77000 ps \\
Critical Path RT & slightly below 70000 ps \\
Kind of end point of the critical path & primary output \\
Capture point of the worst reg-to-reg path & tcam\_core.mem[11][20]\$\_DFFE\_PP\_ \\
Max incr delay on CP & 770 ps \\
Nature of the critical path startpoint & input pin \\
Crit path capture & row\_popcnt[2] \\
Depth of the worst register-to-register path & 18 \\
Top cell by count, worst path & sky130\_fd\_sc\_hd\_\_buf\_4 \\
\multicolumn{2}{l}{\textbf{Placement}} \\
Sum of net half-perimeters after detailed placement & slightly above 1000000 um \\
RD Place Congestion & around 0.88 \\
PortBufs & around 340 \\
\multicolumn{2}{l}{\textbf{Routing}} \\
Vias per cell & just under 5 \\
Total via count in the routed design & between 200k and 300k \\
Detailed-route wire length per cell & 28.4 um \\
Total wire length after detailed routing & 1730000 um \\
Iter 0 DRT Violations & around 20000 \\
Count of TritonRoute iterations in the first routing pass & 6 \\
DRC violation count after routing & 0 \\
Count of antenna-violating nets left after detailed routing & 0 \\
\multicolumn{2}{l}{\textbf{Power}} \\
VDD IR max & slightly above 0.02 mV \\
Pwr/cell area & between 20 and 25 nW/um\^{}2 \\
Lkg Pwr & approximately 200 nW \\
\multicolumn{2}{l}{\textbf{Logic synthesis}} \\
Count of library flops with an enable pin & 14300 \\
Yosys-reported design area after synthesis & between 500000 and 600000 sq um \\
Count of instantiated cells in the yosys netlist & approximately 32000 \\
Portion of the post-synthesis area used by sequential elements & 77.6\% \\
Share of flip-flops with an asynchronous set or reset & 0\% \\
Most numerous cell in the Yosys netlist & sky130\_fd\_sc\_hd\_\_edfxtp\_1 \\
Synth cell types & 79 \\
Number of instances in the synthesized netlist & between 30000 and 40000 \\
Biggest area consumer among synthesized cells & sky130\_fd\_sc\_hd\_\_edfxtp\_1 \\
Number of synthesized register bits & 15200 \\
Area share of the largest cell type after synthesis & 74.7\% \\
Average instance area after synthesis & roughly 18 sq um \\
Most used standard cells in the synthesized netlist & sky130\_fd\_sc\_hd\_\_edfxtp\_1, sky130\_fd\_sc\_hd\_\_xnor2\_1, sky130\_fd\_sc\_hd\_\_nor2\_1 \\
Most used flip-flop cell & sky130\_fd\_sc\_hd\_\_edfxtp\_1 \\
Top cells, area & sky130\_fd\_sc\_hd\_\_edfxtp\_1, sky130\_fd\_sc\_hd\_\_mux4\_2, sky130\_fd\_sc\_hd\_\_xnor2\_1, sky130\_fd\_sc\_hd\_\_dfxtp\_1, sky130\_fd\_sc\_hd\_\_nor2\_1 \\
Mapped Area & 576000 sq um \\
YS warnings & 3 \\
\multicolumn{2}{l}{\textbf{Final timing}} \\
Total Neg Setup Slack & 0 ps \\
Final max-slew violation count & 0 \\
Number of failing hold endpoints at the final stage & 0 \\
Largest clock skew in the final design & 199 ps \\
Final setup violation count & 0 \\
Period utilisation layout & 46.9\% \\
Peak clock frequency supported by timing & 24.5 MHz \\
Pin slew with the least headroom to its limit & approximately 1200 ps \\
RSZ-0062 raised after global routing & no \\
Minimum hold slack & 310 ps \\
Minimum clock period & approximately 41000 ps \\
Worst-case headroom to the max-slew limit & about 17\% \\
\multicolumn{2}{l}{\textbf{Floorplan}} \\
Pre-Place Util & around 30\% \\
Number of standard-cell rows in the floorplan & roughly 500 \\
Area inside the core boundary & between 1500000 and 2000000 sq um \\
Height of the die & roughly 1400 um \\
Die Outline Area & roughly 1900000 sq um \\
I/O Pins & between 300 and 400 \\
Die span in x & about 1400 um \\
\multicolumn{2}{l}{\textbf{Final layout}} \\
Largest registers & tcam\_core.mem x8192, tile\_buffer x4096, row\_popcounts x2048 \\
Final core occ & 34.9\% \\
Synthesis-to-finish area growth & 15.9\% \\
Top register by number of flip-flops & tcam\_core.mem \\
Filler cell count & about 170k \\
Share of final-layout standard cells stronger than drive strength 1 & between 10\% and 20\% \\
Number of flip-flops in the largest register & about 8200 \\
\multicolumn{2}{l}{\textbf{Global routing}} \\
Wire length of the first global-routing pass & around 2400000 um \\
Overall overflow remaining after global route & 0 \\
Global-route total usage across every layer & a little under a fifth \\
Vias in the first global route & approximately 320k \\
Maximum number of pins on one net before global-route repair & 139 \\
Number of antenna violations at the first check in global routing & roughly 96 \\
\multicolumn{2}{l}{\textbf{Job}} \\
Maximum Capacitance Violations & 0 \\
Tool warning count & 41 \\
\multicolumn{2}{l}{\textbf{Worst hold path}} \\
Class of the worst hold path & reg -> reg \\
\hline
\end{tabular}
## routing by layer
layer  track usage, %  part of all wire (%)  up-vias
li1                 -                     -   127000
met1             18.5                    30   146000
met2             27.6                    45    21800
met3             17.3                    20     3544
met4             7.60                   5.1      103
met5             1.09                  0.16        -
## final cells by class
type	count	area (sq um)	area share [%]
clock inverter	727	6910	1.04
antenna	79	198	0.0296
timing repair buffer	1934	15900	2.38
inverter	278	1110	0.167
sequential	15200	447000	67.0
multi-input combinational	15100	123000	18.5
tap	25500	31900	4.78
clock buffer	2046	41400	6.20
## worst min-delay path by stage
stage / start / endpoint / slack [ps] / cells past startpoint
finish: tcam_core.match[1]$_SDFFE_PP0P_ / si_vec[1]$_SDFFE_PP0P_ / 310 / 1
global route: tcam_core.match[1]$_SDFFE_PP0P_ / si_vec[1]$_SDFFE_PP0P_ / 350 / 1
CTS: tcam_core.match[1]$_SDFFE_PP0P_ / si_vec[1]$_SDFFE_PP0P_ / 310 / 1
## layout by cell type (no fill, tap or decap), types with 235 or more instances in the layout
cell type                             n
sky130_fd_sc_hd__nand2b_1           463
sky130_fd_sc_hd__o22ai_1            427
sky130_fd_sc_hd__clkinv_2           235
sky130_fd_sc_hd__nor2_2             254
sky130_fd_sc_hd__a22o_1             306
sky130_fd_sc_hd__clkdlybuf4s50_1    306
sky130_fd_sc_hd__mux2i_1            348
sky130_fd_sc_hd__a21oi_1            333
sky130_fd_sc_hd__buf_4             1564
sky130_fd_sc_hd__edfxtp_1         14300
sky130_fd_sc_hd__mux4_2            1474
sky130_fd_sc_hd__nor2_1            2625
sky130_fd_sc_hd__nand3_1            359
sky130_fd_sc_hd__nor2b_1           1700
sky130_fd_sc_hd__xnor2_1           3786
sky130_fd_sc_hd__nand4_1            855
sky130_fd_sc_hd__inv_1              263
sky130_fd_sc_hd__nand2_1            503
sky130_fd_sc_hd__clkbuf_16         1537
sky130_fd_sc_hd__nor4_1             261
sky130_fd_sc_hd__dfxtp_1            793
sky130_fd_sc_hd__clkbuf_1           397
sky130_fd_sc_hd__clkinv_1           258
sky130_fd_sc_hd__a22oi_1            288
## kinds of logic (layout without fill, tap and decap cells)
logic type                 Yosys count  after routing  synth area share [%]
DFF                              15200          15200                  77.6
other                                0             79                     0
adders and majority gates            5              5                0.0109
and+or+nand+nor                   7371           7371                  6.40
buffers and inverters             1644           4985                  1.30
xor gates and xnor gates          3793           3793                  5.77
muxes                             1855           1855                  6.44
AOI/OAI and AO/OA                 2044           2044                  2.52
## power breakdown
group | internal (mW) | switching, mW
Sequential | 8.01 | 0.00707
Combinational | 0.187 | 0.507
Clock | 3.66 | 2.75
## metrics by stage
step           std cells  setup WS, ps  total power [mW]  instance area, sq um
5_1_grt            60700         45660              15.5                667000
3_3_place_gp       57900         46060              8.86                619000
4_1_cts            60700         46080              15.2                667000
2_1_floorplan      31900         50020              8.51                576000
3_5_place_dp       57900         46100              8.86                619000
6_report           60800         46140              15.1                667000
Power and IR drop assume default switching activity.
