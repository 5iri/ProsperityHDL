===== flow/design.v =====
`timescale 1ns / 1ps
module tcam #(
	parameter ADDR_WIDTH = 4,
	parameter KEY_WIDTH = 4,
	parameter DATA_WIDTH = 4,
	parameter MASK_DISABLE = 0,
	parameter RAM_STYLE_DATA = "block"
)
(
	input wire clk,
	input wire rst,
	input wire [ADDR_WIDTH-1:0]set_addr,
	input wire [DATA_WIDTH-1:0]set_data,
	input wire [KEY_WIDTH-1:0]set_key,
	input wire [KEY_WIDTH-1:0]set_xmask,
	input wire set_clr,
	input wire set_valid,
	input wire [KEY_WIDTH-1:0]req_key,
	input wire req_valid,
	output wire req_ready,
	output wire [ADDR_WIDTH-1:0]res_addr,
	output wire [DATA_WIDTH-1:0]res_data,
	output wire res_valid,
	output wire res_null
);
reg line_valid;
wire [2**ADDR_WIDTH-1:0]line_match;
wire [ADDR_WIDTH-1:0]enc_addr;
wire enc_valid;
wire enc_null;
reg [ADDR_WIDTH-1:0]res_addr_out;
reg res_valid_out;
reg res_null_out;
genvar g;
assign req_ready = (rst == 1'b1) ? 1'b0 : ~(line_valid | enc_valid | res_valid_out);
assign res_addr = res_addr_out;
assign res_valid = res_valid_out;
assign res_null = res_null_out;
always @(posedge clk) begin
	if (rst == 1'b1) begin
		line_valid <= 1'b0;
		res_addr_out <= 0;
		res_valid_out <= 1'b0;
		res_null_out <= 1'b0;
	end else begin
		line_valid <= req_valid;
		res_addr_out <= enc_addr;
		res_valid_out <= enc_valid;
		res_null_out <= enc_null;
	end
end
tcam_line_array #(
	.ADDR_WIDTH(ADDR_WIDTH),
	.KEY_WIDTH(KEY_WIDTH),
	.MASK_DISABLE(MASK_DISABLE)
) tcam_line_array_inst (
	.clk(clk),
	.rst(rst),
	.set_addr(set_addr),
	.set_key(set_key),
	.set_xmask(set_xmask),
	.set_clr(set_clr),
	.set_valid(set_valid),
	.req_key(req_key),
	.req_valid(req_valid & req_ready),
	.line_match(line_match)
);
tcam_line_encoder #(
	.ADDR_WIDTH(ADDR_WIDTH)
) tcam_line_encoder_inst (
	.clk(clk),
	.rst(rst),
	.line_match(line_match),
	.line_valid(line_valid),
	.addr(enc_addr),
	.addr_valid(enc_valid),
	.addr_null(enc_null)
);
tcam_sdpram #(
	.ADDR_WIDTH(ADDR_WIDTH),
	.DATA_WIDTH(DATA_WIDTH),
	.RAM_STYLE(RAM_STYLE_DATA)
) tcam_sdpram_inst (
	.clk(clk),
	.rst(rst),
	.dina(set_data),
	.addra(set_addr),
	.addrb(enc_addr),
	.wea(set_valid),
	.doutb(res_data)
);
endmodule
`timescale 1ns / 1ps
module tcam_line_array #(
    parameter ADDR_WIDTH = 8,
    parameter KEY_WIDTH = 8,
    parameter MASK_DISABLE = 0
) (
    input wire clk,
    input wire rst,
    input wire [ADDR_WIDTH-1:0] set_addr,
    input wire [KEY_WIDTH-1:0] set_key,
    input wire [KEY_WIDTH-1:0] set_xmask,
    input wire set_clr,
    input wire set_valid,
    input wire [KEY_WIDTH-1:0] req_key,
    input wire req_valid,
    output wire [2**ADDR_WIDTH-1:0] line_match
);
  localparam MEM_WIDTH = (MASK_DISABLE) ? KEY_WIDTH : KEY_WIDTH * 2;
  reg [MEM_WIDTH-1:0] mem[2**ADDR_WIDTH-1:0];
  reg [2**ADDR_WIDTH-1:0] active;
  reg [2**ADDR_WIDTH-1:0] match;
  wire [KEY_WIDTH-1:0] key[2**ADDR_WIDTH-1:0];
  wire [KEY_WIDTH-1:0] xmask[2**ADDR_WIDTH-1:0];
  integer i;
  genvar g;
  generate
    for (g = 0; g < 2 ** ADDR_WIDTH; g = g + 1) begin
      wire [MEM_WIDTH-1:0] mem_tmp;
      assign mem_tmp = mem[g];
      if (MASK_DISABLE) begin
        assign key[g]   = mem_tmp;
        assign xmask[g] = {KEY_WIDTH{1'b0}};
      end else begin
        assign key[g]   = mem_tmp[KEY_WIDTH-1-:KEY_WIDTH];
        assign xmask[g] = mem_tmp[KEY_WIDTH*2-1-:KEY_WIDTH];
      end
    end
  endgenerate
  assign line_match = match;
  initial begin
    for (i = 0; i < 2 ** ADDR_WIDTH; i = i + 1) begin
      mem[i] = 0;
    end
  end
  always @(posedge clk) begin
    if (rst == 1'b1) begin
      active <= {KEY_WIDTH{1'b0}};
    end else begin
      if (set_valid == 1'b1) begin
        for (i = 0; i < 2 ** ADDR_WIDTH; i = i + 1) begin
          if (set_addr == i) begin
            if (MASK_DISABLE) begin
              mem[i] <= set_key;
            end else begin
              mem[i] <= {set_xmask, set_key};
            end
            active[i] <= ~set_clr;
          end
        end
      end
    end
  end
  always @(posedge clk) begin
    if (rst == 1'b1) begin
      match <= {2 ** ADDR_WIDTH{1'b0}};
    end else begin
      if (req_valid == 1'b1) begin
        for (i = 0; i < 2 ** ADDR_WIDTH; i = i + 1) begin
          if (MASK_DISABLE) begin
            match[i] <= ((key[i] ^ req_key) == 0) & active[i];
          end else begin
            match[i] <= ((key[i] ^ req_key & ~xmask[i]) == 0) & active[i];
          end
        end
      end
    end
  end
endmodule
`timescale 1ns / 1ps
module tcam_line_encoder #(
	parameter ADDR_WIDTH = 8
)
(
	input wire clk,
	input wire rst,
	input wire [2**ADDR_WIDTH-1:0]line_match,
	input wire line_valid,
	output wire [ADDR_WIDTH-1:0]addr,
	output wire addr_valid,
	output wire addr_null
);
reg encode;
reg [2**ADDR_WIDTH-1:0]line;
reg [ADDR_WIDTH-1:0]addr_out;
reg valid_out;
reg null_out;
integer i;
assign addr = addr_out;
assign addr_valid = valid_out;
assign addr_null = null_out;
always @(posedge clk) begin
	if (rst == 1'b1) begin
		encode <= 1'b0;
	end else begin
		if (encode == 1'b0) begin
			if (line_valid) begin
				line <= line_match;
				encode <= 1'b1;
			end
		end else begin
			if (line == 0) begin
				encode <= 1'b0;
			end else begin
				if ((line & ~(2**addr_out))) begin
					line[addr_out] <= 1'b0;
				end else begin
					encode <= 1'b0;
				end
			end
		end
	end
end
always @(*) begin
	addr_out = 0;
	valid_out = 1'b0;
	null_out = 1'b0;
	if (encode == 1'b1) begin
		if (line == 0) begin
			valid_out = 1'b1;
			null_out = 1'b1;
		end else begin
			for (i = 2**ADDR_WIDTH - 1; i >= 0; i = i - 1) begin
				if (line[i] == 1'b1) begin
					addr_out = i;
					valid_out = 1'b1;
				end
			end
		end
	end
end
endmodule
`timescale 1ns / 1ps
module tcam_sdpram #(
	parameter ADDR_WIDTH = 8,
	parameter DATA_WIDTH = 8,
	parameter RAM_STYLE = "block"
)
(
	input wire clk,
	input wire rst,
	input wire [DATA_WIDTH-1:0]dina,
	input wire [ADDR_WIDTH-1:0]addra,
	input wire [ADDR_WIDTH-1:0]addrb,
	input wire wea,
	output wire [DATA_WIDTH-1:0]doutb
);
(* ram_style = RAM_STYLE *)
reg [DATA_WIDTH-1:0]ram[2**ADDR_WIDTH-1:0];
reg [ADDR_WIDTH-1:0]readb;
integer i;
assign doutb = readb;
initial begin
	for (i = 0; i < 2**ADDR_WIDTH; i = i + 1) begin
		ram[i] = 0;
	end
end
always @(posedge clk) begin
	if (wea) begin
		ram[addra] <= dina;
	end
	readb <= ram[addrb];
end
endmodule

===== flow/run.sh =====
#!/bin/bash
# OpenROAD 26Q1-2900-gdf79404cd8, Yosys 0.63+post, stock flow scripts
make -C /OpenROAD-flow-scripts/flow DESIGN_CONFIG=/design/flow/config.mk WORK_HOME=/design/flow/orfs finish

===== flow/config.mk =====
export PLATFORM = sky130hd
export DESIGN_NAME = tcam
export DESIGN_NICKNAME = tcam
export VERILOG_FILES = /design/flow/design.v
export SDC_FILE = /design/flow/constraint.sdc
export NUM_CORES = 4
export LEC_CHECK = 1
export CORE_UTILIZATION = 40

===== flow/constraint.sdc =====
current_design tcam

set clk_period 6.9
set clk_io_pct 0.2

create_clock -name clk0 -period $clk_period [get_ports {clk}]

set non_clock_inputs [all_inputs -no_clocks]
set_input_delay [expr $clk_period * $clk_io_pct] -clock clk0 $non_clock_inputs
set_output_delay [expr $clk_period * $clk_io_pct] -clock clk0 [all_outputs]

==> run summary <==
Notes on the flow outputs.

- The run finished with clean final reports.
- For this design, the slowest cell found on the critical path is nor4_1.
- In this run the deepest clock path goes through 3 buffers.
- The clock transition at the registers of the reported paths reads 0.06 ns.
- The most common logic cells in the final layout are edfxtp_1, xnor2_1, nand2_1.
- The total wirelength of the detailed-routed design reads between 20000 and 25000 µm.
- In this run the cell area of the synthesized design comes to about 10000 µm².
- The highest clock rate reads roughly 220 MHz.
- The leading register cell type out of synthesis reads edfxtp_1.
- The post-detailed-route DRC marker count is 0.
- The Yosys step of the flow raised 5 warnings.
- In the synthesized netlist the async set-or-reset flop fraction comes to 0%.
- Entering global routing, the biggest net connects about 59 pins.
- After technology mapping, the gate count stands at ~780.
- The final instance area reads between 10000 and 15000 µm².
- The global placement routability congestion reads 0.912.
- The number of setup violations in the final report is 0.
- The number of antenna violations at the first check in global routing is 0.
- For this run, the slowest stage of the critical path takes 0.63 ns.
- The number of setup buffers added after CTS reads 0.
- The final HPWL from detailed placement is 14300 µm.
- For this design the ratio of total power to cell area is approximately 260 nW/µm².
- The start-to-end type of the worst setup path reads flip-flop to flip-flop.
- The overall die area reads 26500 µm².
- The via count of the first global-routing pass reads 6107.
- The critical path launch point type reads a flip-flop.
- The static leakage is around 3.8 nW.
- The clock tree root buffer cell reads clkbuf_16.
- The count of buffers inserted at the top-level ports is 35.
- The final-report hold violation count is 0.
- The layout report lists the multi-input gate area as approximately 3000 µm².
- The global router's overall resource usage is roughly a fifth.
- The critical path endpoint category reads a flip-flop.
- The number of buffer and inverter stages on the critical path is 4.
- The total I/O pin count reads 36.
- Setup repair after global routing left no endpoint under its margin.
- The remaining global-route overflow is 0.
- The worst slack at placement is ~2.4 ns.
- TritonRoute output was used to compute an average wire per cell of about 19 µm.
- The H-tree level count reads 1.
- The synthesized design contains between 200 and 250 enable-type register cells.
- The cell family contributing the most delay on the critical path is AND-OR/OR-AND gates.
- The iteration count recorded for the first detailed-route pass is 4.
- The die span in y is about 160 µm.
- According to the floorplan report, the die width is 163 µm.
- The stage-log warning count reads 29.
- The max-slew violation count reads 0.
- The number of hold buffers added after CTS was 0.
- The largest vdd supply drop is 175 µV.
- Across all layers, the routed design uses between 6000 and 7000 vias.
- The arrival time reported for the critical path endpoint reads just under 5 ns.
- The portion of the post-synthesis area used by sequential elements is between 60% and 70%.
- The clock latency on the worst-skew pair reads 0.52 ns.
- Once the floorplan was initialized, standard cells occupied around two fifths of the core.
- After synthesis, the design contains 775 cells according to Yosys.
- For this run, the detailed router reports a per-instance via density of 5.26.
- The average instance area after synthesis is approximately 13 µm².
- The first global-routing pass estimated between 30000 and 40000 µm of wire.
- The final layout report lists a filler cell count of ~2200.
- The ratio of cells with drive above 1 in the final layout is between 8 and 9%.
- The total power after layout is ~3.2 mW.
- After layout, the worst path uses between 60% and 70% of the clock period.
- The total cell area reported by yosys after synthesis reads between 10000 and 15000 µm².
- The violation tally from detailed-route iteration zero is around 320.
- CTS saw approximately 250 sinks.
- The number of standard-cell rows in the floorplan reads a little under 60.
- The tally of max-capacitance violations is 0.
- The critical path goes through nor4_1, a41o_2, nor3_2, buf_4, inv_1, ha_1, inv_1, o32a_1, a2111oi_0, a311oi_2, buf_4.
- The number of gates resized after cts reads 0.
- The area after detailed placement is roughly 11000 µm².
- The sum of negative setup slack reads 0 ns.
- The path type of the worst min-delay path is flip-flop to flip-flop.
- The most common library cell in the layout ignoring fill and taps reads edfxtp_1.
- The final antenna diode tally reported by the flow is 0.
- The area added between synthesis and finish reads 15.2%.
- The TritonCTS clock tree is done.
- The minimum setup slack in the final design reads around 2.3 ns.
- The maximum fanout count along the critical path reads 21.
- The final timing report derives a shortest allowable period of roughly 4.6 ns.
- The post-synthesis cell type count is just over 50.
- The total CTS buffers reads 26.
- For this run, the share of the core covered by cells in the final layout is about 47%.
- At the pin with the least slew margin, the transition time is approximately 0.82 ns.
- After synthesis the netlist holds a flip-flop and latch count of approximately 250.
- The remaining max-slew budget at the tightest pin reads 45.2%.
- The floorplan step defined a core boundary enclosing 25300 µm².
- The register area reads roughly 7100 µm².
- The post-detailed-route count of antenna-violating nets reads 0.
- The clock skew is roughly 0.0073 ns.
- The required time at the worst-slack endpoint reads just over 7 ns.
[state kept, by name, indices dropped and copies added (netlist names)]
signal / cells
tcam_line_array_inst.mem: 128
tcam_sdpram_inst.ram: 64
tcam_line_array_inst.active: 16
tcam_line_array_inst.match: 16
tcam_line_encoder_inst.line: 16
res_addr_out: 4
tcam_sdpram_inst.readb: 4
line_valid: 1
res_null_out: 1
res_valid_out: 1
tcam_line_encoder_inst.encode: 1
[layout make-up]
type                            count  share of cell area, %
Clock buffer                       34                   5.97
Clock inverter                     14                  0.756
Inverter                            9                  0.283
Multi-Input combinational cell    474                   25.3
Sequential cell                   252                   59.8
Tap cell                          330                   3.46
Timing Repair Buffer               60                   4.47
[cells by family after synthesis]
family                   after synthesis  synth area share, %
AND/OR/NAND/NOR                      279                 13.9
flip-flops                           252                 68.9
AND-OR/OR-AND                        105                 7.06
XOR/XNOR                              64                 5.42
buffers and inverters                 49                 2.12
multiplexers                          20                 1.93
adder cells (fa/ha/maj)                6                0.725
[metrics by stage]
step | hold slack [ns] | std cells
2_1_floorplan | 0.431 | 775
3_3_place_gp | 0.446 | 1125
3_5_place_dp | 0.459 | 1125
4_1_cts | 0.466 | 1173
5_1_grt | 0.484 | 1173
6_report | 0.458 | 1173
[synthesized netlist by cell type, types with 2 or more instances]
master | instances | area share, %
edfxtp_1 | 208 | 60
xnor2_1 | 64 | 5.4
nand2_1 | 61 | 2.2
nand2b_1 | 53 | 3.2
nor2_1 | 45 | 1.6
dfxtp_1 | 44 | 8.5
nor3_1 | 38 | 1.8
a21oi_1 | 36 | 1.7
clkbuf_1 | 22 | 0.80
nor2b_1 | 21 | 1.3
mux2i_1 | 20 | 1.9
nand4_1 | 20 | 1.2
a211oi_1 | 19 | 1.4
nand3_1 | 16 | 0.77
a31oi_1 | 14 | 0.85
nor4_1 | 13 | 0.79
buf_2 | 9 | 0.44
a221oi_1 | 8 | 0.68
a311oi_1 | 8 | 0.68
inv_1 | 7 | 0.25
ha_1 | 6 | 0.73
buf_1 | 5 | 0.18
buf_6 | 3 | 0.33
nand3b_1 | 3 | 0.22
a2111oi_0 | 2 | 0.17
and2_1 | 2 | 0.12
inv_2 | 2 | 0.073
o21ai_1 | 2 | 0.097
o31ai_1 | 2 | 0.15
[tightest hold or removal path: stages, from the launching register on]
cell     delay (ns)
dfxtp_1        0.31
nand2_1        0.05
a21oi_1        0.05
[path summary, 6_finish.rpt]
kind / from / depth (start not counted) / slack (ns) / end
hold / removal: tcam_line_array_inst.match[5] / 2 / 0.46 / tcam_line_array_inst.match[5]
hold reg to reg: tcam_line_array_inst.match[5] / 2 / 0.46 / tcam_line_array_inst.match[5]
setup reg to reg: tcam_line_encoder_inst.line[14] / 11 / 2.30 / tcam_line_encoder_inst.line[0]
setup / recovery: tcam_line_encoder_inst.line[14] / 11 / 2.30 / tcam_line_encoder_inst.line[0]
[power breakdown]
| group | switching, mW | internal, mW | leakage, nW | total [mW] |
|---|---|---|---|---|
| registers | 0.0148 | 1.67 | 2.24 | 1.69 |
| clock network | 0.548 | 0.760 | 0.394 | 1.31 |
| logic | 0.101 | 0.0579 | 1.13 | 0.159 |
[per-layer routing]
layer  GRT usage, %  part of all wire (%)  vias up
li1               -                     -     2971
met1           29.7                    45     2968
met2           26.9                    45      207
met3           7.79                   8.8       22
met4           3.14                   1.2        0
met5              0                     0        -
Power figures rest on the tool's default switching activity, not on a simulated workload.
