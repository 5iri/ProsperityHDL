### design.v
`timescale 1ns / 1ps
`default_nettype none
module axi_lite_bridge #(
    parameter integer AXI_ADDR_WIDTH  = 16,        
    parameter integer AXI_DATA_WIDTH  = 32,        
    parameter integer ROWS            = 256,       
    parameter integer PE_COUNT        = 128,       
    parameter integer SPIKES          = 16,        
    parameter integer TIMESTEP_WIDTH  = 16,        
    parameter integer MAX_TIMESTEPS   = 256        
) (
    input  wire                         clk,
    input  wire                         rst_n,
    input  wire [AXI_ADDR_WIDTH-1:0]    s_axi_awaddr,
    input  wire [2:0]                   s_axi_awprot,
    input  wire                         s_axi_awvalid,
    output reg                          s_axi_awready,
    input  wire [AXI_DATA_WIDTH-1:0]    s_axi_wdata,
    input  wire [AXI_DATA_WIDTH/8-1:0]  s_axi_wstrb,
    input  wire                         s_axi_wvalid,
    output reg                          s_axi_wready,
    output reg  [1:0]                   s_axi_bresp,
    output reg                          s_axi_bvalid,
    input  wire                         s_axi_bready,
    input  wire [AXI_ADDR_WIDTH-1:0]    s_axi_araddr,
    input  wire [2:0]                   s_axi_arprot,
    input  wire                         s_axi_arvalid,
    output reg                          s_axi_arready,
    output reg  [AXI_DATA_WIDTH-1:0]    s_axi_rdata,
    output reg  [1:0]                   s_axi_rresp,
    output reg                          s_axi_rvalid,
    input  wire                         s_axi_rready,
    output wire [5:0]                   csr_addr,
    output reg  [31:0]                  csr_wdata,
    output reg                          csr_wr_en,
    output reg                          csr_rd_en,
    input  wire [31:0]                  csr_rdata,
    input  wire                         csr_ready,
    output reg                          spike_inject_wr_en,
    output reg  [$clog2(MAX_TIMESTEPS*ROWS)-1:0] spike_inject_wr_addr,
    output reg  [SPIKES-1:0]            spike_inject_wr_data,
    output reg                          spike_collect_rd_en,
    output reg  [$clog2(MAX_TIMESTEPS*ROWS)-1:0] spike_collect_rd_addr,
    input  wire [PE_COUNT-1:0]          spike_collect_rd_data,
    output reg                          weight_load_start,
    output reg  [31:0]                  weight_base_addr,
    input  wire                         weight_load_done,
    input  wire                         weight_load_busy
);
    localparam [AXI_ADDR_WIDTH-1:0] ADDR_CSR_BASE      = 16'h0000;
    localparam [AXI_ADDR_WIDTH-1:0] ADDR_CSR_END       = 16'h003F;
    localparam [AXI_ADDR_WIDTH-1:0] ADDR_WEIGHT_CTRL   = 16'h0040;
    localparam [AXI_ADDR_WIDTH-1:0] ADDR_WEIGHT_BASE   = 16'h0044;
    localparam [AXI_ADDR_WIDTH-1:0] ADDR_WEIGHT_STATUS = 16'h0048;
    localparam [AXI_ADDR_WIDTH-1:0] ADDR_INJECT_BASE   = 16'h1000;
    localparam [AXI_ADDR_WIDTH-1:0] ADDR_INJECT_END    = 16'h8FFF;   
    localparam [AXI_ADDR_WIDTH-1:0] ADDR_COLLECT_BASE  = 16'h9000;
    localparam [AXI_ADDR_WIDTH-1:0] ADDR_COLLECT_END   = 16'hCFFF;   
    localparam [1:0] RESP_OKAY   = 2'b00;
    localparam [1:0] RESP_SLVERR = 2'b10;
    localparam [2:0] ST_IDLE      = 3'd0;
    localparam [2:0] ST_WR_ADDR   = 3'd1;
    localparam [2:0] ST_WR_DATA   = 3'd2;
    localparam [2:0] ST_WR_RESP   = 3'd3;
    localparam [2:0] ST_RD_ADDR   = 3'd4;
    localparam [2:0] ST_RD_DATA   = 3'd5;
    reg [2:0] state, next_state;
    reg [AXI_ADDR_WIDTH-1:0] wr_addr_latch;
    reg [AXI_DATA_WIDTH-1:0] wdata_latch;
    reg [AXI_DATA_WIDTH/8-1:0] wstrb_latch;
    reg [5:0] csr_wr_addr;   
    reg [AXI_ADDR_WIDTH-1:0] rd_addr_latch;
    reg rd_pending;
    reg [1:0] rd_wait_cnt;   
    reg [5:0] csr_rd_addr;   
    assign csr_addr = csr_wr_en ? csr_wr_addr : csr_rd_addr;
    wire wr_addr_is_csr;
    wire wr_addr_is_weight_ctrl;
    wire wr_addr_is_inject;
    assign wr_addr_is_csr = (wr_addr_latch <= ADDR_CSR_END);
    assign wr_addr_is_weight_ctrl = (wr_addr_latch >= ADDR_WEIGHT_CTRL) && (wr_addr_latch <= ADDR_WEIGHT_STATUS);
    assign wr_addr_is_inject = (wr_addr_latch >= ADDR_INJECT_BASE) && (wr_addr_latch <= ADDR_INJECT_END);
    wire rd_addr_is_csr;
    wire rd_addr_is_weight_ctrl;
    wire rd_addr_is_collect;
    assign rd_addr_is_csr = (rd_addr_latch <= ADDR_CSR_END);
    assign rd_addr_is_weight_ctrl = (rd_addr_latch >= ADDR_WEIGHT_CTRL) && (rd_addr_latch <= ADDR_WEIGHT_STATUS);
    assign rd_addr_is_collect = (rd_addr_latch >= ADDR_COLLECT_BASE) && (rd_addr_latch <= ADDR_COLLECT_END);
    always @(*) begin
        next_state = state;
        case (state)
            ST_IDLE: begin
                if (s_axi_awvalid)
                    next_state = ST_WR_ADDR;
                else if (s_axi_arvalid)
                    next_state = ST_RD_ADDR;
            end
            ST_WR_ADDR: begin
                next_state = ST_WR_DATA;
            end
            ST_WR_DATA: begin
                if (s_axi_wvalid)
                    next_state = ST_WR_RESP;
            end
            ST_WR_RESP: begin
                if (s_axi_bready)
                    next_state = ST_IDLE;
            end
            ST_RD_ADDR: begin
                next_state = ST_RD_DATA;
            end
            ST_RD_DATA: begin
                if (s_axi_rvalid && s_axi_rready)
                    next_state = ST_IDLE;
            end
            default: next_state = ST_IDLE;
        endcase
    end
    always @(posedge clk) begin
        if (!rst_n)
            state <= ST_IDLE;
        else
            state <= next_state;
    end
    always @(posedge clk) begin
        if (!rst_n) begin
            s_axi_awready <= 1'b0;
            s_axi_wready <= 1'b0;
            s_axi_bvalid <= 1'b0;
            s_axi_bresp <= RESP_OKAY;
            wr_addr_latch <= {AXI_ADDR_WIDTH{1'b0}};
            wdata_latch <= {AXI_DATA_WIDTH{1'b0}};
            wstrb_latch <= {(AXI_DATA_WIDTH/8){1'b0}};
            csr_wr_en <= 1'b0;
            csr_wr_addr <= 6'd0;
            csr_wdata <= 32'd0;
            spike_inject_wr_en <= 1'b0;
            spike_inject_wr_addr <= 0;
            spike_inject_wr_data <= {SPIKES{1'b0}};
            weight_load_start <= 1'b0;
            weight_base_addr <= 32'd0;
        end else begin
            s_axi_awready <= 1'b0;
            s_axi_wready <= 1'b0;
            csr_wr_en <= 1'b0;
            spike_inject_wr_en <= 1'b0;
            weight_load_start <= 1'b0;
            case (state)
                ST_IDLE: begin
                    s_axi_bvalid <= 1'b0;
                end
                ST_WR_ADDR: begin
                    s_axi_awready <= 1'b1;
                    wr_addr_latch <= s_axi_awaddr;
                end
                ST_WR_DATA: begin
                    s_axi_wready <= 1'b1;
                    if (s_axi_wvalid) begin
                        wdata_latch <= s_axi_wdata;
                        wstrb_latch <= s_axi_wstrb;
                        if (wr_addr_is_csr) begin
                            csr_wr_addr <= wr_addr_latch[5:0];
                            csr_wdata <= s_axi_wdata;
                            csr_wr_en <= 1'b1;
                            s_axi_bresp <= RESP_OKAY;
                        end else if (wr_addr_is_weight_ctrl) begin
                            case (wr_addr_latch[3:0])
                                4'h0: begin
                                    weight_load_start <= s_axi_wdata[0];   
                                    s_axi_bresp <= RESP_OKAY;
                                end
                                4'h4: begin
                                    weight_base_addr <= s_axi_wdata;       
                                    s_axi_bresp <= RESP_OKAY;
                                end
                                default: s_axi_bresp <= RESP_SLVERR;
                            endcase
                        end else if (wr_addr_is_inject) begin
                            spike_inject_wr_addr <= (wr_addr_latch - ADDR_INJECT_BASE) >> 2;
                            spike_inject_wr_data <= s_axi_wdata[SPIKES-1:0];
                            spike_inject_wr_en <= 1'b1;
                            s_axi_bresp <= RESP_OKAY;
                        end else begin
                            s_axi_bresp <= RESP_SLVERR;
                        end
                    end
                end
                ST_WR_RESP: begin
                    s_axi_bvalid <= 1'b1;
                end
                default: ;
            endcase
        end
    end
    always @(posedge clk) begin
        if (!rst_n) begin
            s_axi_arready <= 1'b0;
            s_axi_rvalid <= 1'b0;
            s_axi_rdata <= {AXI_DATA_WIDTH{1'b0}};
            s_axi_rresp <= RESP_OKAY;
            rd_pending <= 1'b0;
            rd_wait_cnt <= 2'd0;
            rd_addr_latch <= {AXI_ADDR_WIDTH{1'b0}};
            csr_rd_en <= 1'b0;
            csr_rd_addr <= 6'd0;
            spike_collect_rd_en <= 1'b0;
            spike_collect_rd_addr <= 0;
        end else begin
            s_axi_arready <= 1'b0;
            csr_rd_en <= 1'b0;
            spike_collect_rd_en <= 1'b0;
            case (state)
                ST_IDLE: begin
                    s_axi_rvalid <= 1'b0;
                    rd_pending <= 1'b0;
                end
                ST_RD_ADDR: begin
                    s_axi_arready <= 1'b1;
                    rd_addr_latch <= s_axi_araddr;
                    rd_pending <= 1'b1;
                    rd_wait_cnt <= 2'd0;
                    if (s_axi_araddr <= ADDR_CSR_END) begin
                        csr_rd_addr <= s_axi_araddr[5:0];
                        csr_rd_en <= 1'b1;
                    end else if ((s_axi_araddr >= ADDR_COLLECT_BASE) && (s_axi_araddr <= ADDR_COLLECT_END)) begin
                        spike_collect_rd_addr <= (s_axi_araddr - ADDR_COLLECT_BASE) >> 4;
                        spike_collect_rd_en <= 1'b1;
                    end
                end
                ST_RD_DATA: begin
                    rd_wait_cnt <= rd_wait_cnt + 1;
                    if (rd_wait_cnt >= 2'd1 && !s_axi_rvalid) begin
                        s_axi_rvalid <= 1'b1;
                        if (rd_addr_is_csr) begin
                            s_axi_rdata <= csr_rdata;
                            s_axi_rresp <= RESP_OKAY;
                        end else if (rd_addr_is_weight_ctrl) begin
                            case (rd_addr_latch[3:0])
                                4'h0: s_axi_rdata <= {31'd0, weight_load_busy};   
                                4'h4: s_axi_rdata <= weight_base_addr;            
                                4'h8: s_axi_rdata <= {30'd0, weight_load_busy, weight_load_done};  
                                default: s_axi_rdata <= 32'hDEAD_BEEF;
                            endcase
                            s_axi_rresp <= RESP_OKAY;
                        end else if (rd_addr_is_collect) begin
                            case (rd_addr_latch[3:2])
                                2'b00: s_axi_rdata <= spike_collect_rd_data[31:0];
                                2'b01: s_axi_rdata <= spike_collect_rd_data[63:32];
                                2'b10: s_axi_rdata <= spike_collect_rd_data[95:64];
                                2'b11: s_axi_rdata <= spike_collect_rd_data[127:96];
                            endcase
                            s_axi_rresp <= RESP_OKAY;
                        end else begin
                            s_axi_rdata <= 32'hDEAD_BEEF;
                            s_axi_rresp <= RESP_SLVERR;
                        end
                    end
                    if (s_axi_rvalid && s_axi_rready) begin
                        s_axi_rvalid <= 1'b0;
                        rd_pending <= 1'b0;
                    end
                end
                default: ;
            endcase
        end
    end
endmodule
`default_nettype wire
### run.sh
#!/bin/bash
# OpenROAD 26Q1-2900-gdf79404cd8, Yosys 0.63+post, stock flow scripts
make -C /OpenROAD-flow-scripts/flow DESIGN_CONFIG=/design/flow/config.mk WORK_HOME=/design/flow/orfs finish
### config.mk
export PLATFORM = sky130hd
export DESIGN_NAME = axi_lite_bridge
export DESIGN_NICKNAME = axi_lite_bridge
export VERILOG_FILES = /design/flow/design.v
export SDC_FILE = /design/flow/constraint.sdc
export NUM_CORES = 4
export LEC_CHECK = 1
export CORE_UTILIZATION = 30
### constraint.sdc
current_design axi_lite_bridge

set clk_period 9.6
set clk_io_pct 0.2

create_clock -name clk0 -period $clk_period [get_ports {clk}]

set non_clock_inputs [all_inputs -no_clocks]
set_input_delay [expr $clk_period * $clk_io_pct] -clock clk0 $non_clock_inputs
set_output_delay [expr $clk_period * $clk_io_pct] -clock clk0 [all_outputs]
==> results.json <==
{
  "grt.overflow.total": 0,
  "flop_cell": "dfxtp_1",
  "ctsLongestPathBuffers": 3,
  "period_needed_ns": 4.155,
  "coreArea_mm2": 0.03067,
  "finClkSkew_ns": 0.009070,
  "io_buffers": 388,
  "max_clock_freq_mhz": 240.7,
  "dpl_worst_slack_ns": 4.938,
  "cts-buffers-inserted": 25,
  "status": "finished clean",
  "hold_ws_ns": 0.4533,
  "fp-row-count": 64,
  "dp_hpwl_mm": 24.02,
  "common_cells": "dfxtp_1, nand2_1, mux2i_1",
  "drcViolationCount": 0,
  "via_count": 8558,
  "syn-instance-count": 969,
  "async_reset_ff_share_pct": 0,
  "cap_violations": 0,
  "slew_violations": 0,
  "final.period_utilization_pct": 43.28,
  "rsz0062_at_grt": "false",
  "gp_congestion": 0.8852,
  "edf_count": 0,
  "final-setup-viol-count": 0,
  "max-slew-margin-rel_pct": 40.16,
  "htree_levels": 1,
  "insertedDiodeCount": 0,
  "die_w_um": 178.8,
  "synth_warnings": 1,
  "worst_r2r_endpoint": "weight_base_addr[24]",
  "numSynthFlops": 202,
  "ios": 408,
  "p_per_area_mw_per_mm2": 138.7,
  "wire_per_inst_um": 18.96,
  "drtIter0Drc": 641,
  "vdd_drop_max_uv": 102.4,
  "grt_max_degree": 67,
  "p_leak_nw": 4.897,
  "worst_pin_slew_ns": 0.8937,
  "ys_area_mm2": 0.009380,
  "tritoncts": "done",
  "drive_gt1_share_pct": 8.725,
  "ys_seq_share_pct": 43.11,
  "critPathArrivalTime_ns": 4.55,
  "critPathLaunchType": "input pin",
  "dp_cells": 1694,
  "grt_use_total_pct": 20.24,
  "r2r-start": "wr_addr_latch[12]",
  "met1_length_mm": 13.39,
  "top_cell_area_share_pct": 43.11,
  "first_pass_iters": 5,
  "warning_count": 40,
  "synth_cell_types": 61,
  "area_growth_pct": 52.46,
  "holdBufCountCts": 0,
  "final.setup.worst_slack_ns": 5.445,
  "clockRootBuffer": "clkbuf_16",
  "cts_num_sinks": 202,
  "wl_mm": 32.93,
  "dieArea_mm2": 0.03198,
  "antenna_found_initial": 1,
  "grt_pass1_wl_mm": 48.03,
  "setup_tns_ns": 0,
  "worstSetupEndpointType": "flip-flop",
  "grt_pass1_vias": 8193,
  "cp_data_required_time_ns": 10.00,
  "top_layer_used": "met4",
  "hold_violations": 0,
  "synth_area_mm2": 0.009380,
  "cts_setup_buffers": 0,
  "met2_length_mm": 15.73,
  "holdPathStages": 2,
  "largest_area_cell": "dfxtp_1",
  "synthTopCellsByArea": "dfxtp_1, mux2i_1, mux4_2",
  "cts.clk_slew.worst_paths_ns": 0.06,
  "finalNonFillerCells": 1737,
  "fp-utilization_pct": 30.59,
  "synth.avg_cell_area_um2": 9.680,
  "yosys.cell_count.top_type": "dfxtp_1",
  "holdCritPathClass": "reg2reg",
  "ff2ff_path_depth": 8,
  "hold_end": "s_axi_rdata[14]",
  "ant_nets": 0,
  "route.met3.wl_mm": 3.233,
  "worstPathMaxFanout": 14,
  "yosys-stat-cells": 969,
  "rrSetupSlack_ns": 6.71,
  "vias_per_cell": 4.927,
  "min-delay-start": "s_axi_rdata[14]",
  "die_h_um": 178.8,
  "crit_type": "in2reg",
  "cts_resized": 0,
  "clk_latency_ns": 0.51
}
[cell usage in the layout (no fill, tap or decap), types with 3 or more instances in the layout]
master,instances
a211oi_1,4
buf_4,19
mux4_2,32
clkbuf_8,4
a31oi_1,28
ha_1,7
clkinvlp_4,3
nand4_1,5
conb_1,8
nand3_1,30
clkdlybuf4s50_1,387
and3_1,9
a21oi_1,15
nand2_1,145
or3_1,3
clkinv_2,5
nor3_1,9
inv_1,18
mux2_2,6
clkinv_4,3
and2_1,26
o221ai_1,32
o21ai_0,10
clkbuf_16,25
nor3b_1,5
mux2i_1,144
dfxtp_1,200
nor4_1,7
nor2_1,97
nand2b_1,4
[through the flow]
step	total power, mW	cell area, µm²	utilization, %
global route	2.069	14300	46.63
CTS	2.011	14300	46.63
global placement	1.097	13510	44.05
detailed placement	1.097	13510	44.05
finish	1.983	14300	46.63
floorplan	0.9617	9407	-
[state kept, by name, summed over array words and instances, names as in the netlist, 2 cells and up]
name                   count
csr_rd_addr                6
s_axi_rdata               32
spike_collect_rd_addr     12
rd_wait_cnt                2
wr_addr_latch             16
state                      6
weight_base_addr          32
csr_wdata                 32
spike_inject_wr_data      16
spike_inject_wr_addr      14
csr_wr_addr                6
rd_addr_latch             16
[where the power goes]
part	switching, mW	internal (mW)	leakage (nW)
clock network	0.370	0.534	0.386
registers	0.00901	0.848	1.63
logic	0.0910	0.131	2.88
[how the worst max path moves through the flow]
stage,depth (start not counted),start,to
final,8,s_axi_araddr[13],spike_collect_rd_addr[11]
after global routing,8,s_axi_araddr[12],spike_collect_rd_addr[8]
after CTS,8,s_axi_araddr[13],spike_collect_rd_addr[0]
[cell type report]
class / count / area, µm²
inverters: 19 / 73.82
clock inverters: 12 / 103.9
well taps: 396 / 495.5
multi-input cells: 671 / 4877
flip-flops and latches: 202 / 4046
repair buffers: 406 / 4016
clock buffers: 31 / 688.2
fillers: 2819 / 16370
[logic make-up (layout without fill, tap and decap cells)]
| group | Yosys count | in the layout | synth area share, % |
|---|---|---|---|
| other | 1 | 8 | 0.03998 |
| multiplexers | 182 | 182 | 23.77 |
| flip-flops | 202 | 202 | 43.11 |
| XOR/XNOR | 3 | 3 | 0.2802 |
| buffers and inverters | 103 | 468 | 5.362 |
| AND-OR/OR-AND | 111 | 111 | 8.977 |
| adder cells (fa/ha/maj) | 7 | 7 | 0.9337 |
| AND/OR/NAND/NOR | 360 | 360 | 17.53 |
[routing by layer]
metal	GRT usage, %	vias to the layer above
li1	-	4156
met1	27.38	4001
met2	33.67	354
met3	5.166	47
met4	2.825	0
met5	0	-
[worst max-delay path, stage by stage]
cell and delay (ns):
clkdlybuf4s50_1 0.50, inv_1 0.14, ha_1 0.18, nand4_1 0.12
or4_1 0.61, a221oi_4 0.77, mux2i_1 0.26, nor2_1 0.05
Power is estimated from default activity; no workload was simulated.
